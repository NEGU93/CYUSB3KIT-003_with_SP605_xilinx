==> design.v <==
`timescale 1ns / 1ps
module fifo (
 din
, write_busy
, fifo_full
, dout
, read_busy
, fifo_empty
, fifo_clk
, reset_
, fifo_flush
);
input [32-1:0] din;
input write_busy;
input read_busy;
input fifo_clk;
input reset_;
input fifo_flush;
output [32-1:0] dout;
output fifo_empty;
output fifo_full;
reg  [32-1:0] dout;
reg  fifo_full;
reg  fifo_empty;
reg  [8:0] write_occupancy;
reg  [8:0] read_occupancy;
reg  [8:0] next_write_occupancy;
reg  [8:0] next_read_occupancy;
wire [7:0] next_write_ptr;
reg  [7:0] write_ptr;
wire [7:0] next_read_ptr;
reg  [7:0] read_ptr;
reg  [32-1:0] data_array[256-1:0];
wire [7:0] read_index;
wire [32-1:0] dout_next;
reg  write_busy_d;
always @(posedge fifo_clk or negedge reset_) begin
	if (!reset_) begin 
		write_ptr <= 8'b0;
	end else begin 
		write_ptr <= next_write_ptr;
	end 
end  
assign next_write_ptr =  fifo_flush ? 8'b0 : (write_ptr + (write_busy & ~fifo_full));
always @(posedge fifo_clk or negedge reset_) begin
	if (!reset_) begin 
       		read_ptr <= 8'b0;
  	end else begin  
		read_ptr <= next_read_ptr;
	end 
end  
assign next_read_ptr = fifo_flush ? 8'b0 : (read_ptr + (read_busy & ~fifo_empty));
assign read_index[8-1:0] = read_busy ? next_read_ptr : read_ptr;
always @(posedge fifo_clk)
	if (write_busy )
		data_array[write_ptr] <= din;
always @(posedge fifo_clk) begin
	dout <= dout_next; 
end
assign dout_next = {data_array[read_index[8-1:0]]};
always @(posedge fifo_clk or negedge reset_) begin
	if (!reset_) begin 
		write_occupancy <= 8'b0;
	end else begin 
		write_occupancy <= next_write_occupancy;
	end 
end
always @(posedge fifo_clk or negedge reset_) begin
	if (!reset_) begin 
		read_occupancy <= 8'b0;
	end else begin 
		read_occupancy <= next_read_occupancy;
	end 
end
always @(posedge fifo_clk or negedge reset_) begin
        if(!reset_) begin 
                write_busy_d <= 1'b0;
        end else begin  
                write_busy_d <= write_busy;
        end 
end
always @(*) begin
	if (fifo_flush) begin 
		next_read_occupancy = 8'b0; 
	end else begin 
		case ({write_busy_d,read_busy})
			2'b00: 	next_read_occupancy = read_occupancy;
			2'b01:	next_read_occupancy = read_occupancy - 1'b1;
			2'b10:  next_read_occupancy = read_occupancy + 1'b1;
			2'b11: 	next_read_occupancy = read_occupancy;
			default:   next_read_occupancy = read_occupancy;
		endcase	
	end 
end
always @(*) begin
	if (fifo_flush) begin 
		next_write_occupancy = 8'b0; 
	end else begin 
		case ({write_busy,read_busy})
			2'b00: 	next_write_occupancy = write_occupancy;
			2'b01:	next_write_occupancy = write_occupancy - 1'b1;
			2'b10: 	next_write_occupancy = write_occupancy + 1'b1;
			2'b11: 	next_write_occupancy = write_occupancy;
			default:   next_write_occupancy = write_occupancy;
		endcase
	end 
end
always @(posedge fifo_clk or negedge reset_) begin
		if (!reset_)
			fifo_full <= 0;
		else if (next_write_occupancy == 256)
			fifo_full <= 1;
		else 
			fifo_full <= 0; 
end
always @(posedge fifo_clk or negedge reset_) begin
		if (!reset_)
			fifo_empty <= 1;
		else if (next_read_occupancy == 0)
			fifo_empty <= 1;
		else
			fifo_empty <= 0;
end
// synthesis translate_off
always @(posedge fifo_clk) begin
	if (fifo_full && write_busy) begin
		$display("ERROR: %m: Fifo overflow at time %t", $time);
		$finish;
	end
end  
// synthesis translate_on
// synthesis translate_off
always @(posedge fifo_clk) begin
	if (fifo_empty && read_busy) begin
		$display("ERROR: %m: Fifo underflow at time %t", $time);
		$finish;
	end
end  
// synthesis translate_on
endmodule
module slaveFIFO2b_loopback(
	input  reset_,
	input  clk_100,
	input  loopback_mode_selected,
	input  flaga_d,
	input  flagb_d,
	input  flagc_d,
	input  flagd_d,
	input  [31:0]data_in_loopback,
	output slrd_loopback_,
	output sloe_loopback_,
	output slwr_loopback_,
	output loopback_rd_select_slavefifo_addr,
	output [31:0] data_out_loopback
);
reg [1:0] oe_delay_cnt;	
reg rd_oe_delay_cnt; 
wire [31:0] fifo_data_in;
reg slrd_loopback_d1_;
reg slrd_loopback_d2_;
reg slrd_loopback_d3_;
reg slrd_loopback_d4_;
reg [3:0]current_loop_back_state;
reg [3:0]next_loop_back_state;
parameter [3:0] loop_back_idle                    = 4'd0;
parameter [3:0] loop_back_flagc_rcvd              = 4'd1;
parameter [3:0] loop_back_wait_flagd              = 4'd2;
parameter [3:0] loop_back_read                    = 4'd3;
parameter [3:0] loop_back_read_rd_and_oe_delay    = 4'd4;
parameter [3:0] loop_back_read_oe_delay           = 4'd5;
parameter [3:0] loop_back_wait_flaga              = 4'd6;
parameter [3:0] loop_back_wait_flagb              = 4'd7;
parameter [3:0] loop_back_write                   = 4'd8;
parameter [3:0] loop_back_write_wr_delay          = 4'd9;
parameter [3:0] loop_back_flush_fifo              = 4'd10;
assign slrd_loopback_      = ((current_loop_back_state == loop_back_read) | (current_loop_back_state == loop_back_read_rd_and_oe_delay)) ? 1'b0 : 1'b1;
assign sloe_loopback_      = ((current_loop_back_state == loop_back_read) | (current_loop_back_state == loop_back_read_rd_and_oe_delay) | (current_loop_back_state == loop_back_read_oe_delay)) ? 1'b0 : 1'b1; 
assign slwr_loopback_      = ((current_loop_back_state == loop_back_write) ) ? 1'b0 : 1'b1;
always @(posedge clk_100, negedge reset_)begin
	if(!reset_)begin 
		slrd_loopback_d1_ <= 1'b1;
		slrd_loopback_d2_ <= 1'b1;  
		slrd_loopback_d3_ <= 1'b1;
		slrd_loopback_d4_ <= 1'b1;
 	end else begin
 		slrd_loopback_d1_ <= slrd_loopback_;
		slrd_loopback_d2_ <= slrd_loopback_d1_; 
		slrd_loopback_d3_ <= slrd_loopback_d2_;
		slrd_loopback_d4_ <= slrd_loopback_d3_;
	end	
end
assign fifo_push  = (slrd_loopback_d4_ == 1'b0) & loopback_mode_selected;
assign fifo_pop   = (current_loop_back_state == loop_back_write);
assign fifo_flush = (current_loop_back_state == loop_back_flush_fifo); 
assign fifo_data_in = (slrd_loopback_d4_ == 1'b0) ? data_in_loopback : 32'd0;
assign loopback_rd_select_slavefifo_addr = ((current_loop_back_state == loop_back_flagc_rcvd) | (current_loop_back_state == loop_back_wait_flagd) | (current_loop_back_state == loop_back_read) | (current_loop_back_state == loop_back_read_rd_and_oe_delay) | (current_loop_back_state == loop_back_read_oe_delay));
always @(posedge clk_100, negedge reset_)begin
	if(!reset_)begin 
		rd_oe_delay_cnt <= 1'b0;
	end else if(current_loop_back_state == loop_back_read) begin
		rd_oe_delay_cnt <= 1'b1;
        end else if((current_loop_back_state == loop_back_read_rd_and_oe_delay) & (rd_oe_delay_cnt > 1'b0))begin
		rd_oe_delay_cnt <= rd_oe_delay_cnt - 1'b1;
	end else begin
		rd_oe_delay_cnt <= rd_oe_delay_cnt;
	end	
end
always @(posedge clk_100, negedge reset_)begin
	if(!reset_)begin 
		oe_delay_cnt <= 2'd0;
	end else if(current_loop_back_state == loop_back_read_rd_and_oe_delay) begin
		oe_delay_cnt <= 2'd2;
        end else if((current_loop_back_state == loop_back_read_oe_delay) & (oe_delay_cnt > 1'b0))begin
		oe_delay_cnt <= oe_delay_cnt - 1'b1;
	end else begin
		oe_delay_cnt <= oe_delay_cnt;
	end	
end
always @(posedge clk_100, negedge reset_)begin
	if(!reset_)begin 
		current_loop_back_state <= loop_back_idle;
	end else begin
		current_loop_back_state <= next_loop_back_state;
	end	
end
always @(*)begin
	next_loop_back_state = current_loop_back_state;
	case(current_loop_back_state)
	loop_back_idle:begin
		if(loopback_mode_selected & (flagc_d == 1'b1))begin
			next_loop_back_state = loop_back_flagc_rcvd;
		end else begin
			next_loop_back_state = loop_back_idle;
		end
	end	
        loop_back_flagc_rcvd:begin
		next_loop_back_state = loop_back_wait_flagd;
	end	
	loop_back_wait_flagd:begin
		if(flagd_d == 1'b1)begin
			next_loop_back_state = loop_back_read;
		end else begin
			next_loop_back_state = loop_back_wait_flagd;
		end
	end	
        loop_back_read :begin
                if(flagd_d == 1'b0)begin
			next_loop_back_state = loop_back_read_rd_and_oe_delay;
		end else begin
			next_loop_back_state = loop_back_read;
		end
	end
	loop_back_read_rd_and_oe_delay : begin
		if(rd_oe_delay_cnt == 0)begin
			next_loop_back_state = loop_back_read_oe_delay;
		end else begin
			next_loop_back_state = loop_back_read_rd_and_oe_delay;
		end
	end
        loop_back_read_oe_delay : begin
		if(oe_delay_cnt == 0)begin
			next_loop_back_state = loop_back_wait_flaga;
		end else begin
			next_loop_back_state = loop_back_read_oe_delay;
		end
	end
	loop_back_wait_flaga :begin
		if (flaga_d == 1'b1)begin
			next_loop_back_state = loop_back_wait_flagb; 
		end else begin
			next_loop_back_state = loop_back_wait_flaga; 
		end
	end
	loop_back_wait_flagb :begin
		if (flagb_d == 1'b1)begin
			next_loop_back_state = loop_back_write; 
		end else begin
			next_loop_back_state = loop_back_wait_flagb; 
		end
	end
	loop_back_write:begin
		if(flagb_d == 1'b0)begin
			next_loop_back_state = loop_back_write_wr_delay;
		end else begin
		 	next_loop_back_state = loop_back_write;
		end
	end
        loop_back_write_wr_delay:begin
			next_loop_back_state = loop_back_flush_fifo;
	end
	loop_back_flush_fifo:begin
		next_loop_back_state = loop_back_idle;
	end
	endcase
end
fifo fifo_inst(
	.din(fifo_data_in)
        ,.write_busy(fifo_push)
	,.fifo_full()
	,.dout(data_out_loopback)
	,.read_busy(fifo_pop)
	,.fifo_empty()
	,.fifo_clk(clk_100)
	,.reset_(reset_)
	,.fifo_flush(fifo_flush)
);
endmodule
==> run.sh <==
#!/bin/bash
# OpenROAD 26Q1-2900-gdf79404cd8, Yosys 0.63+post, stock flow scripts
make -C /OpenROAD-flow-scripts/flow DESIGN_CONFIG=/design/flow/config.mk WORK_HOME=/design/flow/orfs finish
==> config.mk <==
export PLATFORM = sky130hd
export DESIGN_NAME = slaveFIFO2b_loopback
export DESIGN_NICKNAME = slaveFIFO2b_loopback
export VERILOG_FILES = /design/flow/design.v
export SDC_FILE = /design/flow/constraint.sdc
export NUM_CORES = 4
export LEC_CHECK = 1
export CORE_UTILIZATION = 50
export SYNTH_MEMORY_MAX_BITS = 65536
==> constraint.sdc <==
current_design slaveFIFO2b_loopback

set clk_period 283.8
set clk_io_pct 0.2

create_clock -name clk0 -period $clk_period [get_ports {clk_100}]

set non_clock_inputs [all_inputs -no_clocks]
set_input_delay [expr $clk_period * $clk_io_pct] -clock clk0 $non_clock_inputs
set_output_delay [expr $clk_period * $clk_io_pct] -clock clk0 [all_outputs]
==> job_summary.md <==
### Flow metrics

| Metric | Value |
|---|---|
| Status | finished clean |
| Crit path max fanout | 21 |
| Clock Pin Slew Worst Setup and Hold Paths | 60 ps |
| Crit-path slowest cell | nand4_1 |
| R2r startpoint | current_loop_back_state[1]$_DFF_PN0_ |
| Largest net degree at the start of global routing | 110 |
| Yosys Instances | 18370 |
| Row count | 294 |
| Adder share | 0.001015 |
| Global-route wire length before repair | 1414000 um |
| Register area | 248000 um2 |
| Antenna violations before repair | 86 |
| Pwr/cell area | 9.722 nW/um2 |
| Worst IR Drop VDD | 10.11 uV |
| Worst Hold Class | register to register |
| Slew Limit Fails | 0 |
| Comb gate area | 71950 um2 |
| Crit-path max cell delay | 910 ps |
| Fin Setup TNS | 0 ps |
| Worst r2r dst | fifo_inst.dout[7]$_DFF_P_ |
| Number of remaining DRC errors | 0 |
| CTS root buf | clkbuf_16 |
| Tot GR Track Use | 0.3526 |
| Latency at later pin | 1190 ps |
| FILL cells | 47470 |
| Yosys Chip Area | 322900 um2 |
| Setup crit end kind | register |
| Commonest Layout Cell | edfxtp_1 |
| Share of layout cells above drive strength 1 | 0.1827 |
| Number of buffers inserted by port buffering | 74 |
| Chip area | 649000 um2 |
| Dpl hpwl | 629400 um |
| I/O Pins | 75 |
| Critical Path RT | 284610 ps |
| Placer Congestion | 1.001 |
| CTS max path bufs | 4 |
| Minimum clock period | 60170 ps |
| CTS Hold Buffers Added | 0 |
| WL per Instance | 35.65 um |
| Ys flops | 8279 |
| Total core area | 642300 um2 |
| Worst Skew | 73.71 ps |
| R2r setup slk | 272510 ps |
| Final WL | 1015000 um |
| Tool warnings | 41 |
| Xor+xnor area frac | 0.0006239 |
| Clock buffer count from CTS | 814 |
| Post-Syn Instances | 18370 |
| Post-synthesis compound-gate area fraction | 0.05345 |
| Post-Layout Inst Area | 365000 um2 |
| Layer with the highest usage | met2 |
| Met2 Use GR | 0.4558 |
| GR Overflow Total | 0 |
| Slew headroom | 0.08777 |
| Postcts setup bufs | 0 |
| Post-synth top flop | edfxtp_1 |
| M1 GR Usage | 0.4234 |
| Post-CTS Resized | 0 |
| Met3 track demand over resource | 0.3105 |
| Final Cycle Share | 0.2120 |
| Drt initial violations | 14040 |
| Reg2Reg Depth | 22 |
| Critical Path Source Type | primary input |
| Die Wd | 805.6 um |
| Hold Path Sink | slrd_loopback_d4_$_DFF_PN1_ |
| Kind of critical path | primary input to register |
| Unrepaired setup endpoints after global routing | no |
| Worst Tran Pin Value | 1354 ps |
| Antenna violation net count after detailed routing | 0 |
| Final hold violation count | 0 |
| H-tree depth | 6 |
| Vias/cell | 6.247 |
| Distinct lib cells | 82 |
| Worst hold path cell count | 0 |
| EDFF count, synth | 8192 |
| CTS sink cnt | 8279 |
| Max cap viols | 0 |
| Dominant comb cell | multiplexers |
| Final setup viols | 0 |
| CTS tree | yes |
| Crit path top cell by count | buf_4 |
| Basic Gates by Area | 0.06145 |
| Vias in the first global route | 185200 |
| Pre-antenna DRT Iters | 6 |
| Ys Warns | 6 |
| Die Y | 805.6 um |
| Routed vias | 177900 |
| Hold Startpoint | slrd_loopback_d3_$_DFF_PN1_ |
| Synth mux share | 0.09682 |
| Leakage | 117.2 nW |
| Mapped Area | 322900 um2 |
| Layout Area Growth over Synthesis | 13.05% |
| Top Layout Cells | edfxtp_1, nand2_1, buf_4 |
| Crit path DAT | 60970 ps |
| Syn Area/Cell | 17.58 um2 |
| FMAX | 0.01662 GHz |
| Post-synth seq share | 0.7681 |
| Post-DP Area | 339900 um2 |
| Init Core Util | 0.5027 |
| Crit-path cells | clkdlybuf4s50_1, nor2b_4, buf_4, nand4_1, buf_4, buf_4, nor2_4, buf_4 |
| Async SR Flop Fraction | 0.006643 |
[cells in the mapped netlist (54+ instances only)]
cell type / number / share of area
mux2i_1: 808 / 0.025
nand2_1: 2621 / 0.030
o22ai_1: 129 / 0.0025
buf_4: 113 / 0.0026
mux4_2: 1028 / 0.072
a32oi_1: 61 / 0.0017
nor3_1: 66 / 0.0010
a21oi_1: 340 / 0.0053
a311oi_1: 256 / 0.0069
o211ai_1: 54 / 0.0013
and3_1: 389 / 0.0075
nor2b_1: 79 / 0.0015
o2111ai_1: 59 / 0.0016
buf_2: 523 / 0.0081
o21ai_0: 234 / 0.0036
a221oi_1: 188 / 0.0051
a22oi_1: 207 / 0.0048
edfxtp_1: 8192 / 0.76
o221ai_1: 58 / 0.0016
nand4_1: 100 / 0.0019
nor2_1: 495 / 0.0058
buf_1: 95 / 0.0011
a22o_1: 55 / 0.0015
clkbuf_1: 489 / 0.0057
a221o_1: 107 / 0.0033
a211oi_1: 166 / 0.0039
a31oi_1: 302 / 0.0059
nand3_1: 680 / 0.011
[worst max-delay path by stage]
stage     slack [ps]  cells past startpoint              startpoint                                      to
5_1_grt       223670                      8  loopback_mode_selected  fifo_inst.data_array[39][25]$_DFFE_PP_
6_report      223630                      8  loopback_mode_selected  fifo_inst.data_array[39][11]$_DFFE_PP_
4_1_cts       223930                      8  loopback_mode_selected  fifo_inst.data_array[39][15]$_DFFE_PP_
[critical path: cells and delay by family]
family | cells | cell delay [ps]
buffers and inverters | 5 | 2350
and+or+nand+nor | 3 | 1690
[state kept, by name, indices dropped and copies added, names as in the netlist]
| register | flops |
|---|---|
| oe_delay_cnt | 2 |
| fifo_inst.write_ptr | 8 |
| current_loop_back_state | 11 |
| fifo_inst.dout | 32 |
| fifo_inst.write_busy_d | 1 |
| slrd_loopback_d4_ | 1 |
| slrd_loopback_d1_ | 1 |
| slrd_loopback_d2_ | 1 |
| fifo_inst.read_ptr | 8 |
| fifo_inst.data_array | 8192 |
| fifo_inst.fifo_full | 1 |
| rd_oe_delay_cnt | 1 |
| fifo_inst.read_occupancy | 9 |
| slrd_loopback_d3_ | 1 |
| fifo_inst.write_occupancy | 9 |
| fifo_inst.fifo_empty | 1 |
[power breakdown]
group          switching (mW)  internal [mW]
registers             0.00512           1.43
clock network           0.453          0.566
logic                   0.769          0.327
total                    1.23           2.32
[layer usage]
layer  wire length [um]  up-vias
met5               5974        -
met4              61770      141
met3             212400     2046
met2             435500    11740
met1             299600    88600
li1                   -    75390
[kinds of logic after synthesis]
logic type / after synthesis
adder cells (fa/ha/maj): 25
AND/OR/NAND/NOR: 4544
flip-flops: 8279
multiplexers: 1838
AND-OR/OR-AND: 2400
XOR/XNOR: 23
buffers and inverters: 1259
[through the flow]
step | util | instances | hold slack [ps] | total power, mW | worst slack [ps]
final | 0.5683 | 28480 | 356.4 | 3.549 | 223630
after CTS | 0.5678 | 28340 | 357.6 | 3.542 | 223930
after global routing | 0.5682 | 28450 | 359.1 | 3.657 | 223670
after global placement | 0.5292 | 26850 | 346.7 | 2.530 | 222650
after detailed placement | 0.5292 | 26850 | 344.8 | 2.533 | 222680
after floorplan | - | 18370 | 331.2 | 2.070 | 219440
[layout make-up]
type	count	area share
Tap cell	8584	0.02942
Inverter	16	0.0001645
Timing Repair Buffer	1137	0.02488
Sequential cell	8279	0.6795
Clock buffer	1037	0.05899
Clock inverter	459	0.008974
Multi-Input combinational cell	8830	0.1971
Antenna cell	139	0.0009529
Power is estimated from default activity; no workload was simulated.
