**flow/config.mk**
```make
export PLATFORM = sky130hd
export DESIGN_NAME = slaveFIFO2b_ZLP
export DESIGN_NICKNAME = slaveFIFO2b_ZLP
export VERILOG_FILES = /design/flow/design.v
export SDC_FILE = /design/flow/constraint.sdc
export NUM_CORES = 4
export LEC_CHECK = 1
export CORE_UTILIZATION = 40
```
**flow/constraint.sdc**
```tcl
current_design slaveFIFO2b_ZLP

set clk_period 5.7
set clk_io_pct 0.2

create_clock -name clk0 -period $clk_period [get_ports {clk_100}]

set non_clock_inputs [all_inputs -no_clocks]
set_input_delay [expr $clk_period * $clk_io_pct] -clock clk0 $non_clock_inputs
set_output_delay [expr $clk_period * $clk_io_pct] -clock clk0 [all_outputs]
```
**flow/design.v**
```verilog
module slaveFIFO2b_ZLP(
	input  reset_,
        input  clk_100,
        input  zlp_mode_selected,
        input  flaga_d,
        input  flagb_d,
        output slwr_zlp_,
	output pktend_zlp_,
        output [31:0] data_out_zlp
);
reg [2:0]current_zlp_state;
reg [2:0]next_zlp_state;
parameter [2:0] zlp_idle                          = 3'd0;
parameter [2:0] zlp_wait_flagb              	  = 3'd1;
parameter [2:0] zlp_write                   	  = 3'd2;
parameter [2:0] zlp_write_wr_delay          	  = 3'd3;
parameter [2:0] zlp_wait		          = 3'd4;
reg [3:0]strob_cnt;
reg      strob;
reg [31:0]data_gen_zlp;
reg      pktend_;  
assign slwr_zlp_ = ((current_zlp_state == zlp_write) && (flagb_d == 1'b1)) ? 1'b0 : 1'b1;
always @(posedge clk_100, negedge reset_)begin
	if(!reset_)begin 
		strob_cnt <= 4'd0;
	end else if(current_zlp_state == zlp_idle)begin
		strob_cnt <= 4'd0;
	end else if(current_zlp_state == zlp_wait)begin
		strob_cnt <= strob_cnt + 1'b1;
	end	
end
always@(posedge clk_100, negedge reset_)begin
	if(!reset_)begin
		strob <= 1'b0;
	end else if((current_zlp_state == zlp_wait) && (strob_cnt == 4'b0111)) begin
		strob <= !strob;
	end
end
always@(*)begin
	if(zlp_mode_selected & (strob_cnt == 4'b0011) & (strob == 1'b1))begin
		pktend_ = 1'b0;
	end else begin
		pktend_ = 1'b1;
	end
end
assign pktend_zlp_ = pktend_;
always @(posedge clk_100, negedge reset_)begin
	if(!reset_)begin 
		current_zlp_state <= zlp_idle;
	end else begin
		current_zlp_state <= next_zlp_state;
	end	
end
always@(*)begin
	next_zlp_state = current_zlp_state;
	case(current_zlp_state)
	zlp_idle:begin
		if((zlp_mode_selected) & (flaga_d == 1'b1))begin
			next_zlp_state = zlp_wait_flagb; 
		end else begin
			next_zlp_state = zlp_idle;
		end	
	end
	zlp_wait_flagb :begin
		if((strob == 1'b1) & (flagb_d == 1'b1))begin
			next_zlp_state = zlp_wait;
		end else if ((flagb_d == 1'b1) && (strob == 1'b0))begin
			next_zlp_state = zlp_write; 
		end else begin
			next_zlp_state = zlp_wait_flagb; 
		end
	end
	zlp_write:begin
		if(flagb_d == 1'b0)begin
			next_zlp_state = zlp_write_wr_delay;
		end else begin
		 	next_zlp_state = zlp_write;
		end
	end
        zlp_write_wr_delay:begin
		next_zlp_state = zlp_wait;
	end
	zlp_wait:begin
		if(strob_cnt == 4'b1111)begin
			next_zlp_state = zlp_idle;
		end else begin
			next_zlp_state = zlp_wait;
		end
	end	
	endcase
end
always @(posedge clk_100, negedge reset_)begin
	if(!reset_)begin 
		data_gen_zlp <= 32'd0;
	end else if((slwr_zlp_ == 1'b0) & (zlp_mode_selected)) begin
		data_gen_zlp <= data_gen_zlp + 1;
	end else if (!zlp_mode_selected) begin
		data_gen_zlp <= 32'd0;
	end	
end
assign data_out_zlp = data_gen_zlp;
endmodule
```
**flow/run.sh**
```bash
#!/bin/bash
# OpenROAD 26Q1-2900-gdf79404cd8, Yosys 0.63+post, stock flow scripts
make -C /OpenROAD-flow-scripts/flow DESIGN_CONFIG=/design/flow/config.mk WORK_HOME=/design/flow/orfs finish
```
==> GITHUB_STEP_SUMMARY <==
## Implementation flow summary

| Metric | Value |
|---|---|
| Cell variety after synth | 33 |
| Top cells by count, synth | dfrtp_1 (41), nand2_1 (29), nor2_1 (18) |
| CP Launch Type | input port |
| GPL Wtd Cong | 0.769 |
| Fin Setup TNS | 0 ps |
| Flops after synth | 42 |
| First-pass DRT Iterations | 4 |
| Crit-path cells | clkdlybuf4s50_1 -> nand2_1 -> nor2_1 -> nand3_1 -> clkdlybuf4s50_1 |
| Die Ht | 75.1 um |
| P_sw | 0.175 mW |
| DR vias | 1,822 |
| Initial antenna violation count | 0 |
| Unrepaired setup endpoints after global routing | no |
| Number of enable flip-flop cells | 0 |
| Final Non-Filler Cells | 336 |
| Final Hold Fails | 0 |
| Die Size | 5630 um2 |
| Leakage | 1.00 nW |
| Cell area power density | 239 nW/um2 |
| GRT overflow | 0 |
| Fillcell total | 492 |
| R2R Setup Slk | 3490 ps |
| Critical Path Most Common Cell | clkdlybuf4s50_1 |
| R2R Path End | data_gen_zlp[31]$_DFFE_PN0P_ |
| Max Buffers Root-to-Sink | 2 |
| Slew @ Worst Pin | 773 ps |
| Max Freq | 267 MHz |
| Root buffer cell | clkbuf_8 |
| IO buf count | 38 |
| Final Max Tran Viols | 0 |
| Floorplan utilization | 0.418 |
| Worst Clk Skew | 8.21 ps |
| Mapped cell area | 2130 um2 |
| Insertion Delay late pin | 290 ps |
| Placed cell count | 328 |
| Crit path time final | 3740 ps |
| Comb pwr share | 0.136 |
| Asr flop ratio synth | 1.00 |
| Hold_ws | 442 ps |
| Worst hold path type | flip-flop to flip-flop |
| Worst hold path depth | 2 |
| Max cap viols | 0 |
| Vias in the first global route | 1,690 |
| Final period util | 0.657 |
| Peak supply drop | 0.152 mV |
| Worst setup margin | 1960 ps |
| Crit path DRT | 4560 ps |
| # clock sinks | 42 |
| Seq share, synth | 0.493 |
| Sw Share | 0.277 |
| CP Max Fanout | 14 |
| Row cnt | 26 |
| CTS tree | yes |
| Post-cts hold buffer count | 0 |
| Post-Syn Instances | 226 |
| Worst path max stage delay | 760 ps |
| Worst r2r src | data_gen_zlp[3]$_DFFE_PN0P_ |
| Top Ports | 39 |
| Worst min-delay path startpoint | current_zlp_state[4]$_DFF_PN0_ |
| Tool warning count | 25 |
| Largest net degree at the start of global routing | 43 |
| Placeable core region | 5110 um2 |
| Slew headroom | 0.481 |
| Detail Route Antenna Nets | 0 |
| Synth top cell by count | dfrtp_1 |
| Place WS | 1960 ps |
| WL per Instance | 13.9 um |
| DR vias/cell | 5.42 |
| WHS Endpoint | current_zlp_state[1]$_DFF_PN0_ |
| Utilization after layout | 0.519 |
| Final HPWL DP | 3180 um |
| Clock power frac | 0.290 |
| # DRC | 0 |
| Share of cells above drive strength 1 | 0.0451 |
| Reg2reg path depth | 4 |
| CP Capture Type | output port |
| Setup Fix Bufs, Post-CTS | 0 |
| Clock Pin Slew Worst Setup and Hold Paths | 70 ps |
| H-tree depth | 2 |
| Avg Inst Size Synth | 9.44 um2 |
| Area leader share | 0.481 |
| Crit path arrival time | 2600 ps |
| Chip width | 75.1 um |
| All-Layer GR Usage | 0.185 |
| First-pass GRT wire length | 7800 um |
| Area reported by Yosys stat | 2130 um2 |
| Synth area leader | dfrtp_1 |
| Setup violations, final | 0 |
| Routed Wire Length | 4690 um |
| # Cells Yosys | 226 |
| CTS Buf Count | 5 |
| DRT iter0 DRCs | 81 |
| Dominant flop cell | dfrtp_1 |
| Top area cell types | dfrtp_1 (48%), nand2_1 (5.1%), a21oi_1 (3.8%) |
| Crit-path slowest cell | clkdlybuf4s50_1 |
| Layout area overhead | 24.2% |
| Crit Path Category | input port to output port |
| CTS resizes | 0 |
| Internal power | 0.458 mW |
| Sequential share of power | 0.574 |
| Status | finished, final reports clean |
| Ys Warns | 1 |
| Antenna cells | 0 |
-- worst max-delay path: cells and delay by family --
family	cells	cell delay, ps
buffers and inverters	2	1170
AND/OR/NAND/NOR	3	290
-- power groups by stage --
stage	Combinational, mW	Clock, mW	Sequential, mW
CTS	0.0878	0.193	0.363
finish	0.0861	0.184	0.363
global route	0.102	0.204	0.369
-- cells in the final DEF, fill, tap and decap left out, drive strengths merged, types with 9 or more instances in the layout --
master / netlist / final
nand2: 29 / 29
nand3: 10 / 10
o31ai: 9 / 9
xnor2: 9 / 9
clkdlybuf4s50: 0 / 37
nand4: 9 / 9
or4: 11 / 11
a21oi: 16 / 16
dfrtp: 41 / 41
nor2: 18 / 18
-- flip-flops by register name, indices dropped and copies added (netlist names) --
name,flops
current_zlp_state,5
strob,1
strob_cnt,4
data_gen_zlp,32
-- worst max-delay path by stage --
stage            endpoint  cells after the start  slack [ps]         startpoint
CTS           pktend_zlp_                      5        1950  zlp_mode_selected
finish        pktend_zlp_                      5        1960  zlp_mode_selected
global route  pktend_zlp_                      5        1850  zlp_mode_selected
-- cell type report --
class | instances | area (um2) | share of cell area
multi-input cells | 169 | 1020 | 0.383
clock buffers | 8 | 80.1 | 0.0302
flip-flops and latches | 42 | 1050 | 0.397
inverters | 8 | 32.5 | 0.0123
repair buffers | 39 | 383 | 0.144
well taps | 70 | 87.6 | 0.0330
-- logic make-up after synthesis --
logic type | Yosys count | share of synthesized area
compound gates | 34 | 0.0920
simple gates | 112 | 0.283
xor+xnor | 15 | 0.0615
mux | 6 | 0.0281
flops | 42 | 0.493
buf+inv | 15 | 0.0311
fa+ha+maj | 2 | 0.0117
-- routing by layer --
metal	wire (um)	global-route usage	vias to the layer above	part of all wire
li1	-	-	896	-
met1	2300	0.275	880	0.49
met2	2110	0.295	38	0.45
met3	209	0.0380	8	0.045
met4	63	0.0335	0	0.013
met5	0	0	-	0
-- metrics by stage --
step           power [mW]  cell area [um2]
6_report            0.633             2650
5_1_grt             0.675             2650
4_1_cts             0.644             2650
3_5_place_dp        0.457             2570
3_3_place_gp        0.455             2570
2_1_floorplan       0.428             2130
Power is estimated from default activity; no workload was simulated.
