[./config.mk]
export PLATFORM = sky130hd
export DESIGN_NAME = slaveFIFO2b_partial
export DESIGN_NICKNAME = slaveFIFO2b_partial
export VERILOG_FILES = /design/flow/design.v
export SDC_FILE = /design/flow/constraint.sdc
export NUM_CORES = 4
export LEC_CHECK = 1
export CORE_UTILIZATION = 40
[./constraint.sdc]
current_design slaveFIFO2b_partial

set clk_period 3.1
set clk_io_pct 0.2

create_clock -name clk0 -period $clk_period [get_ports {clk_100}]

set non_clock_inputs [all_inputs -no_clocks]
set_input_delay [expr $clk_period * $clk_io_pct] -clock clk0 $non_clock_inputs
set_output_delay [expr $clk_period * $clk_io_pct] -clock clk0 [all_outputs]
[./design.v]
module slaveFIFO2b_partial(
	input  reset_,
        input  clk_100,
        input  partial_mode_selected,
        input  flaga_d,
        input  flagb_d,
        output slwr_partial_,
	output pktend_partial_,
        output [31:0] data_out_partial
);
reg [2:0]current_partial_state;
reg [2:0]next_partial_state;
parameter [2:0] partial_idle                      = 3'd0;
parameter [2:0] partial_wait_flagb                = 3'd1;
parameter [2:0] partial_write                     = 3'd2;
parameter [2:0] partial_write_wr_delay            = 3'd3;
parameter [2:0] partial_wait		          = 3'd4;
reg [3:0] strob_cnt;
reg       strob; 
reg [3:0] short_pkt_cnt;
reg [31:0]data_gen_partial;
reg pktend_prtl_;
assign slwr_partial_ = ((current_partial_state == partial_write) && (flagb_d == 1'b1)) ? 1'b0 : 1'b1;
always @(posedge clk_100, negedge reset_)begin
	if(!reset_)begin 
		short_pkt_cnt <= 4'd0;
	end else if(current_partial_state == partial_idle)begin
		short_pkt_cnt <= 4'd0;
	end else if((current_partial_state == partial_write))begin
		short_pkt_cnt <= short_pkt_cnt + 1'b1;
	end	
end
always @(posedge clk_100, negedge reset_)begin
	if(!reset_)begin 
		strob_cnt <= 4'd0;
	end else if(current_partial_state == partial_idle)begin
		strob_cnt <= 4'd0;
	end else if(current_partial_state == partial_wait)begin
		strob_cnt <= strob_cnt + 1'b1;
	end	
end
always@(posedge clk_100, negedge reset_)begin
	if(!reset_)begin
		strob <= 1'b0;
	end else if((current_partial_state == partial_wait) && (strob_cnt == 4'b0111)) begin
		strob <= !strob;
	end
end
always@(*)begin
	if((partial_mode_selected) & (strob == 1'b1) & (short_pkt_cnt == 4'b1111))begin
		pktend_prtl_ = 1'b0;
	end else begin
		pktend_prtl_ = 1'b1;
	end
end	
assign pktend_partial_ = pktend_prtl_;
always @(posedge clk_100, negedge reset_)begin
	if(!reset_)begin 
		current_partial_state <= partial_idle;
	end else begin
		current_partial_state <= next_partial_state;
	end	
end
always @(*)begin
	next_partial_state = current_partial_state;
	case(current_partial_state)
	partial_idle:begin
		if((partial_mode_selected) & (flaga_d == 1'b1))begin
			next_partial_state = partial_wait_flagb; 
		end else begin
			next_partial_state = partial_idle;
		end	
	end
	partial_wait_flagb :begin
		if (flagb_d == 1'b1)begin
			next_partial_state = partial_write; 
		end else begin
			next_partial_state = partial_wait_flagb; 
		end
	end
	partial_write:begin
		if((flagb_d == 1'b0) | ((strob == 1'b1) & (short_pkt_cnt == 4'b1111)))begin
			next_partial_state = partial_write_wr_delay;
		end else begin
		 	next_partial_state = partial_write;
		end
	end
        partial_write_wr_delay:begin
		next_partial_state = partial_wait;
	end
	partial_wait:begin
		if(strob_cnt == 4'b0111)begin
			next_partial_state = partial_idle;
		end else begin
			next_partial_state = partial_wait;
		end
	end	
	endcase
end
always @(posedge clk_100, negedge reset_)begin
	if(!reset_)begin 
		data_gen_partial <= 32'd0;
	end else if((slwr_partial_ == 1'b0) & (partial_mode_selected)) begin
		data_gen_partial <= data_gen_partial + 1;
	end else if (!partial_mode_selected) begin
		data_gen_partial <= 32'd0;
	end	
end
assign data_out_partial = data_gen_partial;
endmodule
[./run.sh]
#!/bin/bash
# OpenROAD 26Q1-2900-gdf79404cd8, Yosys 0.63+post, stock flow scripts
make -C /OpenROAD-flow-scripts/flow DESIGN_CONFIG=/design/flow/config.mk WORK_HOME=/design/flow/orfs finish
==> results_dict.tcl <==
# implementation run metrics
set metrics [dict create \
    die_w_microns 77.6 \
    fillCellCount 512 \
    die_h_microns 77.6 \
    drtIter0Drc 58 \
    n_antenna_cell 0 \
    top_cells_by_area "dfrtp_1, o31ai_1, or4_1" \
    cpPeakStageDelay_ps 490 \
    seq_power_share 0.556 \
    drt-wirelength-per-cell_microns 13.6 \
    cts-resized-gates 0 \
    ys_sh_adder 0.0164 \
    ir_drop_mv 0.413 \
    chipArea_sq_um 6020 \
    remaining_drc_errors 0 \
    crit_slowest_cell "clkdlybuf4s50_1" \
    period_minus_slack_ps 2470 \
    timing.rr.end "data_gen_partial[24]" \
    fmax_mhz 405 \
    ys_top_logic_family "simple AND/OR/NAND/NOR gates" \
    grt_usage 0.172 \
    arrival_ps 1850 \
    crit_end "pktend_partial_" \
    crit_path_end_kind "output pin" \
    p_switching_mw 0.344 \
    ys_cells 234 \
    comb_power_share 0.117 \
    r2r_slack_ps 1030 \
    drv_cap 0 \
    postCtsHoldBufs 0 \
    grt_max_degree 33 \
    synth_warnings 1 \
    placed_area_sq_um 2700 \
    vias 1856 \
    hold_path_class "input port to async pin" \
    layout_top_cells "dfrtp_1, clkdlybuf4s50_1, a21oi_1" \
    cts_max_path_buffers 2 \
    p_leak_nw 1.10 \
    cts_root_buffer "clkbuf_8" \
    syn2layout_area_growth_pct 22.7 \
    slew_headroom 0.551 \
    rows 27 \
    power.internal_mw 0.990 \
    syn_avg_cell_area_sq_um 9.76 \
    setup_viol 0 \
    path_class "input port to output pin" \
    warnings 25 \
    cts_setup_buffers 0 \
    critPathMostFrequentCell "clkdlybuf4s50_1" \
    path_cells "clkdlybuf4s50_1 -> inv_1 -> or2_2 -> clkdlybuf4s50_1" \
    swShare 0.258 \
    io_pins 39 \
    synthCells 234 \
    reg2reg_depth 4 \
    cp.required_ps 2480 \
    fin_crit_sh 0.796 \
    power_frac_clock 0.327 \
    cp-startpoint "partial_mode_selected" \
    ys_seq_frac 0.504 \
    ys_types 29 \
    cp_max_fo 3 \
    netlist.area_leader.share 0.493 \
    antenna_found_initial 0 \
    whs_ps 353 \
    ys_sh_simple 0.239 \
    synth-xor-area-share 0.0575 \
    grt_pass1_vias 1679 \
    core_area_sq_um 5510 \
    synth.mux.area_fraction 0.00876 \
    synthesis.area_sq_um 2280 \
    slew_violations 0 \
    cts_tree "yes" \
    clock_sinks 46 \
    numPortBuffers 38 \
    cts_buffers 5 \
    grt_pass1_wl_mm 8.08 \
    r2r_start "data_gen_partial[3]" \
    fp_util 0.415 \
    wirelength_mm 4.62 \
    drive_gt1_frac 0.0448 \
    worst_pin_slew_ps 674 \
    overflow 0 \
    skew_ps 7.33 \
    via_per_inst 5.46 \
    gp_congestion 0.769 \
    setup-tns-final_ps 0 \
    finalHoldViolCount 0 \
    dr.pass1.iters 4 \
    numSynthFlops 46 \
    powerDensity_nw_per_um2 476 \
    lay_top_count "dfrtp_1" \
    ant_nets 0 \
    cts.clk_slew.worst_paths_ps 90 \
    cp-start-kind "input port" \
    clk_latency_ps 300 \
    hpwl_mm 3.09 \
    cts_max_level 2 \
    synth_top_cell_by_area "dfrtp_1" \
    outcome "finished, final reports clean" \
    aoi_share 0.134 \
    design_area_sq_um 2800 \
    yosys_area_sq_um 2280 \
    rsz0062_at_grt "no" \
]
-- power by group through the flow --
| stage | sequential, mW | combinational (mW) | clock [mW] |
|---|---|---|---|
| after CTS | 0.742 | 0.160 | 0.456 |
| final | 0.742 | 0.156 | 0.437 |
| after global routing | 0.756 | 0.184 | 0.479 |
-- cell type report --
cell class / instances / area, sq um / share of cell area
flip-flops and latches: 46 / 1150 / 0.411
multi-input cells: 168 / 1040 / 0.371
repair buffers: 40 / 390 / 0.139
well taps: 72 / 90.1 / 0.0321
clock buffers: 7 / 76.3 / 0.0272
clock inverters: 1 / 30.0 / 0.0107
inverters: 6 / 22.5 / 0.00804
-- how the worst min path moves through the flow --
stage	start	endpoint	slack, ps	cells after the start
4_1_cts	reset_	data_gen_partial[10]	380	1
5_1_grt	reset_	data_gen_partial[18]	410	1
6_report	reset_	data_gen_partial[18]	350	1
-- synth_stat cells (all sizes together) --
master,number
nor2,16
nor2b,2
a21boi,1
and4,5
buf,8
a21o,1
inv,6
ha,3
a21oi,25
and2,3
o31ai,18
nand3,12
xnor2,4
or4,18
xor2,11
and3,3
dfrtp,45
or3,4
mux2i,2
dfstp,1
clkbuf,6
nand4,11
o21ai,6
or2,1
nand2,22
-- registers in the layout, summed over array words and instances, names as in the netlist --
signal,flops
current_partial_state,5
data_gen_partial,32
short_pkt_cnt,4
strob,1
strob_cnt,4
-- kinds of logic (layout without fill, tap and decap cells) --
group,after synthesis,in the layout
AOI/OAI and AO/OA,51,51
xor gates and xnor gates,15,15
adders and majority gates,3,3
buffers and inverters,20,54
DFF,46,46
muxes,2,2
and+or+nand+nor,97,97
-- critical path: cells and delay by family --
family / cells / cell delay, ps
buf+inv: 3 / 950
simple gates: 1 / 280
-- per-layer routing --
metal,vias up,wire (microns),global-route usage
li1,916,-,-
met3,6,189,0.0263
met1,891,2290,0.285
met5,-,0,0
met2,43,2080,0.255
met4,0,63,0.0189
-- per-stage QoR --
step / instances / setup slack [ps] / power (mW) / util
after global placement: 332 / 558 / 0.907 / 0.490
after floorplan: 234 / 1310 / 0.859 / -
after CTS: 340 / 618 / 1.36 / 0.509
final: 340 / 631 / 1.33 / 0.509
after global routing: 340 / 561 / 1.42 / 0.509
after detailed placement: 332 / 520 / 0.912 / 0.490
No activity file was given, so power comes from the tool's default toggle rates.
